### run.sh
#!/bin/bash
# OpenROAD 26Q1-2900-gdf79404cd8, Yosys 0.63+post, stock flow scripts
make -C /OpenROAD-flow-scripts/flow DESIGN_CONFIG=/design/flow/config.mk WORK_HOME=/design/flow/orfs finish
### constraint.sdc
current_design MakeHEX

set clk_period 1.4
set clk_io_pct 0.2

create_clock -name clk0 -period $clk_period

set non_clock_inputs [all_inputs -no_clocks]
set_input_delay [expr $clk_period * $clk_io_pct] -clock clk0 $non_clock_inputs
set_output_delay [expr $clk_period * $clk_io_pct] -clock clk0 [all_outputs]
### config.mk
export PLATFORM = sky130hd
export DESIGN_NAME = MakeHEX
export DESIGN_NICKNAME = MakeHEX
export VERILOG_FILES = /design/flow/design.v
export SDC_FILE = /design/flow/constraint.sdc
export NUM_CORES = 4
export LEC_CHECK = 1
export CORE_AREA = 10 10 70 70
export DIE_AREA = 0 0 80 80
### design.v
module MakeHEX(
	input wire [3:0] numwant, input wire dot,
	output reg [7:0] display
);
reg [6:0] segments;
always@(*) begin
		case(numwant)
			4'b0000: segments = 7'b1000000;  
			4'b0001: segments = 7'b1111001;  
			4'b0010: segments = 7'b0100100;  
			4'b0011: segments = 7'b0110000;  
			4'b0100: segments = 7'b0011001;  
			4'b0101: segments = 7'b0010010;  
			4'b0110: segments = 7'b0000010;  
			4'b0111: segments = 7'b1111000;  
			4'b1000: segments = 7'b0000000;  
			4'b1001: segments = 7'b0011000;  
 			4'b1010: segments = 7'b0001000;  
			4'b1011: segments = 7'b0000000;  
			4'b1100: segments = 7'b1000110;  
			4'b1101: segments = 7'b1000000;  
			4'b1110: segments = 7'b0000110; 
			4'b1111: segments = 7'b0001110; 
			default: segments = 7'b1000000;
		endcase
		display = {dot, segments};
	end	
endmodule
==> CHANGELOG.md <==
### Metrics

- Clkbuf count: 0
- Port buffer count: 11
- Share of cells above drive strength 1: 71.2%
- Area grow syn2layout: 150%
- Internal Power: 0.0000900 W
- Max-cap viol count: 0
- RSZ-0062 raised after global routing: yes
- Initial antenna violation count: 0
- Post-DRT Antenna Nets: 0
- Fillers: 377
- WP data arrival: 1.16 ns
- DP Area: 427 sq um
- Switching power share of the total: 41.7%
- Clock power frac: 0%
- DR top layer: met3
- Flop area: 0 sq um
- Ys cells: 32
- Switching Power: 0.0000644 W
- # setup viols final: 1
- Met2 routed WL: 390 um
- Chip footprint: 6400 sq um
- CTS Hold Bufs: 0
- Core Area: 3420 sq um
- CP Cell Sequence: buf_6 -> buf_6 -> buf_12 -> ha_4 -> o211ai_1 -> o31ai_2 -> buf_2
- Violated checks: setup timing
- Post-DP HPWL: 605 um
- Multi-input logic area: 288 sq um
- CP max stage cell: o211ai_1
- Avg Cell Area, Syn: 7.04 sq um
- Mapped Area: 225 sq um
- Routed wl met3: 78 um
- Slew margin rel.: 87.4%
- Top Ports: 13
- Post-Synthesis Cells: 32
- Gpl congestion: 0.690
- Hold Vio Cnt, Final: 0
- Routed WL: 867 um
- Ant diodes: 0
- Slowest cell delay on critical path: 0.18 ns
- Pin count of the biggest net entering global routing: 9
- Post-layout period usage: 103%
- PD cells: 274 nW/um^2
- Critical path class: primary input to output pin
- Ys Warns: 1
- Worst min path class: primary input to output pin
- Netlist cell types: 16
- DRT Pass-1 Iters: 2
- Drt wl/cell: 8.85 um
- Flop pwr share: 0%
- Outcome: finished, violations left
- Slew at the pin with the worst max-slew slack: 0.188 ns
- Most frequent CP cell: buf_6
- Post-Layout Cell Count: 98
- Wl on met1: 397 um
- Die W: 80 um
- FMAX: 695 MHz
- Via-to-Cell Ratio: 2.94
- Placed insts: 94
- All-Layer GR Usage: 2.70%
- Period minus WS final: 1.44 ns
- CP Max Fanout: 3
- Yosys stat chip area: 225 sq um
- Global-route wire length before repair: 1.49 mm
- CP Data Required Time: 1.12 ns
- Tool Warnings: 38
- Vias in the first global route: 296
- Peak supply drop: 48.5 uV
- Initial DRC count: 9
- Flip-flops: 0
- Row count: 21
- Die Ht: 80 um
- Fp_density: 6.59%
- Most common logic cells in the final layout: buf_6, buf_2, buf_4
- PnR worst setup slack: -0.0384 ns
- CP startpoint kind: primary input
- LEAKAGE: 0.240 nW
- Critical Path End Type: output pin
- Via Count: 288
- Combinational share of power: 100.0%
- Post-route DRC: 0
- Seq/Total Area, Yosys: 0%
- Final instance area: 563 sq um
- Max Slew Vio Count: 0
- Aggregate global routing overflow: 0
-- cell type report --
class,count,area share [%]
inverters,3,2.89
multi-input cells,26,51.1
well taps,46,10.2
repair buffers,23,35.8
-- critical path, delay by kind of cell --
kind,cells,cell delay (ns)
AND-OR/OR-AND,2,0.27
adder cells (fa/ha/maj),1,0.15
buffers and inverters,4,0.45
-- Yosys cell counts, drive strengths merged --
cell type	count	share of area [%]
inv	3	5.0
mux2i	3	13
nor2	4	6.7
nand2	3	5.0
buf	3	12
nand2b	2	5.6
a21boi	1	3.3
o211ai	1	3.3
a211oi	1	3.3
ha	5	28
o21ai	2	4.4
o31ai	1	3.3
a21oi	2	4.4
nor2b	1	2.8
-- cells by family after synthesis --
group	count (synthesis)	synth area share, %
AND/OR/NAND/NOR	10	20.0
multiplexers	3	13.3
AND-OR/OR-AND	8	22.2
buffers and inverters	6	16.7
adder cells (fa/ha/maj)	5	27.8
-- worst paths after layout --
path / cells past startpoint / startpoint / to
max: 7 / numwant[0] / display[6]
min: 0 / dot / display[7]
-- power groups by stage --
| stage | clock network (W) | registers [W] | logic (W) |
|---|---|---|---|
| CTS | 0 | 0 | 0.000144 |
| global route | 0 | 0 | 0.000168 |
| finish | 0 | 0 | 0.000154 |
-- routing by layer --
layer / track usage [%] / vias up
met5: 0 / -
met3: 0.795 / 0
met4: 0 / 0
met2: 4.82 / 7
met1: 3.30 / 135
li1: - / 146
-- repair_timing --
| action | 4_1_cts | 5_1_grt |
|---|---|---|
| setup buffers | 4 | 0 |
| pin swaps | 7 | 3 |
| resized | 59 | 9 |
| endpoints found under the setup margin | 7 | 6 |
-- through the flow --
stage,TNS [ns],setup WS [ns],hold WS (ns),utilization [%],total power (W)
3_5_place_dp,-5.06,-0.907,0.560,12.5,0.000111
3_3_place_gp,-5.17,-0.922,0.560,12.5,0.000111
4_1_cts,-0.0524,-0.0427,0.560,16.0,0.000144
5_1_grt,-0.162,-0.118,0.560,16.5,0.000168
2_1_floorplan,0,0.264,0.587,-,0.0000448
6_report,-0.0384,-0.0384,0.560,16.5,0.000154
No activity file was given, so power comes from the tool's default toggle rates.
