[run.sh]
#!/bin/bash
# OpenROAD 26Q1-2900-gdf79404cd8, Yosys 0.63+post, stock flow scripts
make -C /OpenROAD-flow-scripts/flow DESIGN_CONFIG=/design/flow/config.mk WORK_HOME=/design/flow/orfs finish
[config.mk]
export PLATFORM = sky130hd
export DESIGN_NAME = Timer250
export DESIGN_NICKNAME = Timer250
export VERILOG_FILES = /design/flow/design.v
export SDC_FILE = /design/flow/constraint.sdc
export NUM_CORES = 4
export LEC_CHECK = 1
export CORE_AREA = 10 10 107 107
export DIE_AREA = 0 0 117 117
[constraint.sdc]
current_design Timer250

set clk_period 5.2
set clk_io_pct 0.2

create_clock -name clk0 -period $clk_period [get_ports {clk}]

set non_clock_inputs [all_inputs -no_clocks]
set_input_delay [expr $clk_period * $clk_io_pct] -clock clk0 $non_clock_inputs
set_output_delay [expr $clk_period * $clk_io_pct] -clock clk0 [all_outputs]
[design.v]
module Timer250(
input wire clk, 
output reg Rollover
);
integer count;
initial begin
   count = 0;
   Rollover = 1'b0;
end
always @ (posedge clk) begin
   Rollover = 1'b0;
   if (count == 12500000) begin
      Rollover = 1'b1;
      count = 0;
   end
   count = count + 1;
end
endmodule
==> metrics.log <==
[report] extracting results
[metrics] initial standard-cell utilization of the core: 0.153
[metrics] distinct cell type count after synthesis: 27
[metrics] MI comb area: 704 um^2
[metrics] sequential share of the synthesized area: 0.471
[metrics] final routed wirelength across all metal layers: 2520 um
[metrics] worst-case setup margin in the final layout: 3.08 ns
[metrics] setup repair after global routing missed its margin: false
[metrics] Worst EP arrival: 2.33 ns
[metrics] area overhead of the layout relative to synthesis: 15.7%
[metrics] Overall Global Routing Usage: 0.0390
[metrics] PnR Total Power: 0.432 mW
[metrics] Max clock buf depth: 2
[metrics] number of placed I/O pins: 2
[metrics] number of cells in the yosys synthesis report: 157
[metrics] startpoint types: flop
[metrics] via count of the routed design: 1037
[metrics] vias per cell: 3.77
[metrics] max_slew headroom: 0.321
[metrics] count of instances resized after the clock tree is built: 0
[metrics] full die area: 13700 um^2
[metrics] final-report max-slew violation count: 0
[metrics] Critical Path End Type: flop
[metrics] PortBufs: 1
[metrics] drt pass-1 iters: 4
[metrics] async set-reset flop share out of synthesis: 0
[metrics] Setup TNS Final: 0 ns
[metrics] final tally of hold violations: 0
[metrics] most numerous logic cells after layout: sky130_fd_sc_hd__dfxtp_1 (33), sky130_fd_sc_hd__nand2_1 (21), sky130_fd_sc_hd__xnor2_1 (18)
[metrics] Mapped Avg Cell Area: 8.93 um^2
[metrics] num rows: 35
[metrics] post-cts hold buffer count: 0
[metrics] upper clock frequency limit: 472 MHz
[metrics] Placer Congestion: 0.813
[metrics] proportion of layout cells with a drive suffix above 1: 0.0732
[metrics] run status: finished clean
[metrics] IR drop worst, VDD: 0.0742 mV
[metrics] total half-perimeter wirelength after legalization and detailed placement: 1840 um
[metrics] crit-path max FO: 7
[metrics] average routed wire per standard cell: 9.15 um
[metrics] Vert. Die Dim: 117 um
[metrics] initial antenna violation count: 0
[metrics] final number of setup-violating endpoints: 0
[metrics] crit path DRT: 5.41 ns
[metrics] commonest register cell after synthesis: sky130_fd_sc_hd__dfxtp_1
[metrics] count of clock tree sinks: 33
[metrics] Diodes inserted: 0
[metrics] core area: 9200 um^2
[metrics] setup clock skew after layout: 0.00459 ns
[metrics] total setup buffers inserted after CTS: 0
[metrics] number of buffers created by CTS: 5
[metrics] measured slew at the worst slew-check pin: 1.01 ns
[metrics] H-tree lvl count: 2
[metrics] insertion delay at the late pin of the worst-skew pair: 0.28 ns
[metrics] Flops after synth: 33
[metrics] clock-pin transition on the worst setup and hold timing paths: 0.06 ns
[metrics] max-cap viol count: 0
[metrics] footprint of the flip-flops and latches: 661 um^2
[metrics] number of flops mapped to enable cells by yosys: 0
[metrics] leakage component of the power: 0.501 nW
[metrics] pre-CTS setup slack: 3.09 ns
[metrics] number of standard cells after synthesis: 157
[metrics] final critical-path share of the clock period: 0.407
[metrics] Routed Antenna Nets: 0
[metrics] first-pass GRT wire length: 4430 um
[metrics] utilization after layout: 0.176
[metrics] maximum number of pins on one net before global-route repair: 11
[metrics] vias in the first global route: 1014
[metrics] number of synthesis warnings: 1
[metrics] horizontal die size: 117 um
[metrics] worst min-delay path category: reg -> reg
[metrics] number of warnings in the stage logs: 25
[metrics] clock tree from TritonCTS: yes
[metrics] Starting DRT DRC Count: 48
[metrics] power density cells: 267 nW/um^2
[metrics] min Tclk post-route: 2.12 ns
[metrics] Filler cells: 1014
[metrics] root buffer cell: sky130_fd_sc_hd__clkbuf_8
[metrics] area reported by Yosys stat: 1400 um^2
[metrics] most instantiated logic cell after routing: sky130_fd_sc_hd__dfxtp_1
[metrics] post-synthesis cell area: 1400 um^2
[metrics] startpoint-to-endpoint class of the critical path: reg -> reg
[metrics] remaining routing DRC violations: 0
[metrics] grt total ovfl: 0
==> synth_stat cells (2+ instances only) <==
library cell | count | area, um^2
sky130_fd_sc_hd__nand2_1 | 21 | 78.8
sky130_fd_sc_hd__dfxtp_1 | 33 | 661
sky130_fd_sc_hd__nor3_1 | 5 | 25.0
sky130_fd_sc_hd__xnor2_1 | 18 | 158
sky130_fd_sc_hd__xor2_1 | 8 | 70.1
sky130_fd_sc_hd__nand3_1 | 17 | 85.1
sky130_fd_sc_hd__nand4_1 | 9 | 56.3
sky130_fd_sc_hd__nor4_1 | 6 | 37.5
sky130_fd_sc_hd__nor2_1 | 13 | 48.8
sky130_fd_sc_hd__a21oi_1 | 2 | 10.0
sky130_fd_sc_hd__and4_1 | 2 | 17.5
sky130_fd_sc_hd__inv_1 | 5 | 18.8
sky130_fd_sc_hd__and3_1 | 2 | 12.5
sky130_fd_sc_hd__o211ai_1 | 2 | 15.0
sky130_fd_sc_hd__clkbuf_1 | 2 | 7.51
==> state kept, by name, indices dropped and copies added, names as in the netlist <==
register / count
Rollover: 1
count: 32
==> worst max-delay path, cell delays in order, from the launching register on <==
cell	delay (ns)
sky130_fd_sc_hd__dfxtp_1	0.40
sky130_fd_sc_hd__ha_1	0.27
sky130_fd_sc_hd__inv_1	0.08
sky130_fd_sc_hd__nor3_1	0.82
sky130_fd_sc_hd__nand3_1	0.15
sky130_fd_sc_hd__nor2_1	0.18
sky130_fd_sc_hd__xor2_1	0.16
==> power breakdown <==
group	total, mW	internal, mW	leakage (nW)	switching (mW)
clock	0.180	0.0925	0.0450	0.0872
sequential	0.253	0.253	0.266	0
combinational	0.000000190	0	0.190	0
total	0.432	0.345	0.501	0.0872
==> stage by stage <==
| stage | std cells | cell area, um^2 | hold slack [ns] |
|---|---|---|---|
| finish | 275 | 1620 | 0.434 |
| CTS | 275 | 1620 | 0.433 |
| global placement | 267 | 1540 | 0.416 |
| floorplan | 157 | 1400 | 0.390 |
| global route | 275 | 1620 | 0.452 |
| detailed placement | 267 | 1540 | 0.417 |
==> logic make-up after synthesis <==
family / synth area share
AND/OR/NAND/NOR: 0.298
flip-flops: 0.471
XOR/XNOR: 0.162
buffers and inverters: 0.0268
AND-OR/OR-AND: 0.0330
adder cells (fa/ha/maj): 0.00892
==> routing by layer <==
metal  global-route usage  up-vias  part of all wire  routed length, um
met4              0.00494        0            0.0083                 21
met3               0.0160        3             0.045                114
met5                    0        -                 0                  0
met1               0.0543      467              0.54               1370
li1                     -      559                 -                  -
met2               0.0570        8              0.40               1020
==> path summary, 6_finish.rpt <==
kind / slack (ns) / endpoint / startpoint / depth (start not counted)
min reg2reg: 0.43 / count[0]$_DFF_P_ / count[0]$_DFF_P_ / 1
max reg2reg: 3.08 / count[24]$_DFF_P_ / count[0]$_DFF_P_ / 6
max: 3.08 / count[24]$_DFF_P_ / count[0]$_DFF_P_ / 6
min: 0.43 / count[0]$_DFF_P_ / count[0]$_DFF_P_ / 1
==> area by class of cell <==
| type | count | area share |
|---|---|---|
| multi-input cells | 116 | 0.434 |
| flip-flops and latches | 33 | 0.407 |
| well taps | 111 | 0.0856 |
| clock buffers | 6 | 0.0447 |
| inverters | 5 | 0.0116 |
| repair buffers | 2 | 0.0108 |
| clock inverters | 2 | 0.00617 |
Power and IR drop assume default switching activity.
